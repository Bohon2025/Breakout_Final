$ cat ./run.sh
#!/bin/bash
# OpenROAD 26Q1-2900-gdf79404cd8, Yosys 0.63+post, stock flow scripts
make -C /OpenROAD-flow-scripts/flow DESIGN_CONFIG=/design/flow/config.mk WORK_HOME=/design/flow/orfs finish
$ cat ./config.mk
export PLATFORM = sky130hd
export DESIGN_NAME = Paddlemove
export DESIGN_NICKNAME = Paddlemove
export VERILOG_FILES = /design/flow/design.v
export SDC_FILE = /design/flow/constraint.sdc
export NUM_CORES = 4
export LEC_CHECK = 1
export CORE_UTILIZATION = 30
$ cat ./constraint.sdc
current_design Paddlemove

set clk_period 4.0
set clk_io_pct 0.2

create_clock -name clk0 -period $clk_period [get_ports {clk60}]

set non_clock_inputs [all_inputs -no_clocks]
set_input_delay [expr $clk_period * $clk_io_pct] -clock clk0 $non_clock_inputs
set_output_delay [expr $clk_period * $clk_io_pct] -clock clk0 [all_outputs]
$ cat ./design.v
module Paddlemove(rst, clk, clk60, L, R, start, ballx, bally, padx, pady, Padcol, PadAng);
input rst, clk, clk60, L, R, start;
input [9:0] ballx, bally;
output reg Padcol;
output reg [2:0] PadAng;
output reg [9:0] padx, pady;
reg [3:0] S,NS;
parameter
PadW = 8'd80,
PadH = 5'd20,
PadStartX = 10'd100,
PadStartY = 10'd200,
ScreenW = 10'd320,
ScreenH = 10'd240,
Start = 4'd0,
Wait = 4'd1,
MoveL = 4'd2,
MoveR = 4'd3;
always@(posedge clk60 or negedge rst)
begin
    if(rst == 1'b0)
        S <= Start;
    else
        S <= NS;
end
always@(*)
    case(S)
        Start:
            if(start == 1'b0)
                NS = Wait;
            else
                NS = Start;
        Wait:
            if(L == 1'b0)
                NS = MoveL;
            else
            if(R == 1'b0)
                NS = MoveR;
            else
            if(L^~R == 1'b0)
                NS = Wait;
            else
                NS = Wait;
        MoveL:
            if(L == 1'b0)
                NS = MoveL;
            else
                NS = Wait;
        MoveR:
            if(R == 1'b0)
                NS = MoveR;
            else
                NS = Wait;
    endcase
always@(posedge clk60 or negedge rst)
begin
    if(rst == 1'b0)
    begin
        padx <= PadStartX;
        pady <= PadStartY;
    end
    else
    begin
        case(S)
            Wait:
				begin
                if(ballx > padx && ballx < padx + 17 && bally == pady)
					 begin
                    Padcol <= 1'b1;
                    PadAng <= 3'd0;
					 end
                else
                if(ballx > padx + 16 && ballx < padx + 33 && bally == pady)
					 begin
                    Padcol <= 1'b1;
                    PadAng <= 3'd1;
					 end
                else
                if(ballx > padx + 32 && ballx < padx + 49 && bally == pady)
					 begin
                    Padcol <= 1'b1;
                    PadAng <= 3'd2;
					 end
                else
                if(ballx > padx + 48 && ballx < padx + 65 && bally == pady)
					 begin
                    Padcol <= 1'b1;
                    PadAng <= 3'd3;
					 end
                else
                if(ballx > padx + 64 && ballx < padx + 80 && bally == pady)
					 begin
                    Padcol <= 1'b1;
                    PadAng <= 3'd4;
					 end
                else
					 begin
                    padx <= padx;
                    Padcol <= 1'b0;
					 end
            end
            MoveL:
				begin
                if(ballx > padx && ballx < padx + 17 && bally == pady)
					 begin
                    Padcol <= 1'b1;
                    PadAng <= 3'd0;
					 end
                else
                if(ballx > padx + 16 && ballx < padx + 33 && bally == pady)
					 begin
                    Padcol <= 1'b1;
                    PadAng <= 3'd1;
					 end
                else
                if(ballx > padx + 32 && ballx < padx + 49 && bally == pady)
					 begin
                    Padcol <= 1'b1;
                    PadAng <= 3'd2;
					 end
                else
                if(ballx > padx + 48 && ballx < padx + 65 && bally == pady)
					 begin
                    Padcol <= 1'b1;
                    PadAng <= 3'd3;
					 end
                else
                if(ballx > padx + 64 && ballx < padx + 80 && bally == pady)
					 begin
                    Padcol <= 1'b1;
                    PadAng <= 3'd4;
					 end
                else
                if(padx == 10'd0)
					 begin
                    padx <= padx;
					 end
                else
					 begin
                    padx <= padx - 1;
                    Padcol <= 1'b0;
					 end
				end
            MoveR:
				begin
                if(ballx > padx && ballx < padx + 17 && bally == pady)
					 begin
                    Padcol <= 1'b1;
                    PadAng <= 3'd0;
					 end
                else
                if(ballx > padx + 16 && ballx < padx + 33 && bally == pady)
					 begin
                    Padcol <= 1'b1;
                    PadAng <= 3'd1;
					 end
                else
                if(ballx > padx + 32 && ballx < padx + 49 && bally == pady)
					 begin
                    Padcol <= 1'b1;
                    PadAng <= 3'd2;
					 end
                else
                if(ballx > padx + 48 && ballx < padx + 65 && bally == pady)
					 begin
                    Padcol <= 1'b1;
                    PadAng <= 3'd3;
					 end
                else
                if(ballx > padx + 64 && ballx < padx + 80 && bally == pady)
					 begin
                    Padcol <= 1'b1;
                    PadAng <= 3'd4;
					 end
                else
                if(padx == 10'd240)
					 begin
                    padx <= padx;
					 end
                else
					 begin
                    padx <= padx + 1;
                    Padcol <= 1'b0;
					 end
				end
            endcase
		end
	end
endmodule
==> summary.log <==
INFO  status         run_status=finished, violations left
INFO  status         violations_in_the_final_reports=DRC
INFO  logic_synthesis post_synth_and_or_nand_nor_area_fraction=0.1734
INFO  timing         timing.fmax=266.3MHz
INFO  timing         unclocked_pins=2
INFO  clocking       tritoncts_clock_tree=done
INFO  timing         drv_slew=0
INFO  logic_synthesis synth_flops=18
INFO  drt            vias=3203
INFO  critical_path  critPathArrivalTime=3.70ns
INFO  flow_run       tool_warnings=44
INFO  logic_synthesis yosys.area.top_type_share=0.2948
INFO  timing         timing_worst_slew_pin_value=0.5929ns
INFO  logic_synthesis synth.cell_area=0.003607mm²
INFO  logic_synthesis adder_share=0.3004
INFO  power          power-per-cell-area=799.1mW/mm²
INFO  grt            globalRouteTotalUtil=0.1605
INFO  critical_path  reg2regPathDepth=14
INFO  logic_synthesis netlist_instances=419
INFO  drt            detail_route.vias_per_cell=5.117
INFO  floorplanning  die_area=0.01247mm²
INFO  drt            drt-total-wl=9479µm
INFO  drt            drc=1
INFO  critical_path  most_common_cell_on_crit_path=sky130_fd_sc_hd__buf_4
INFO  critical_path  crit_path_end=Padcol
INFO  drt            drt-wirelength-per-cell=15.14µm
INFO  clocking       clk_transition_reported_paths=0.05ns
INFO  clocking       post_cts_hold_buffer_count=0
INFO  timing         final.min_clock_period=3.755ns
INFO  logic_synthesis yosys-stat-area=0.003607mm²
INFO  grt            initial_antenna_violation_count=0
INFO  drt            route.antenna.remaining_nets=0
INFO  clocking       tritoncts.num_buffers=3
INFO  grt            globalRoute.totalOverflow=0
INFO  floorplanning  fp.dieW=111.7µm
INFO  critical_path  worst_setup_path_start_kind=flop
INFO  logic_synthesis yosysWarningCount=1
INFO  timing         fin_worst_skew=0.003528ns
INFO  grt            first_global_vias=3157
INFO  logic_synthesis fraction_of_synthesized_area_in_multiplexers=0.02914
INFO  clocking       htree_depth=1
INFO  floorplanning  die_h=111.7µm
INFO  critical_path  worst_setup_path_startpoint=padx[2]
INFO  logic_synthesis post_synth_num_cell_types=66
INFO  power          p_leak=2.020nW
INFO  clocking       clockBufferDepth=2
INFO  logic_synthesis synth-compound-area-share=0.1904
INFO  place          io_buffer_count=38
INFO  floorplanning  io_pins=50
INFO  clocking       insertion_delay_late_pin=0.25ns
INFO  logic_synthesis netlist.top_cell.by_area=sky130_fd_sc_hd__ha_1
INFO  logic_synthesis post_synth.cell_area_avg=8.609µm²
INFO  logic_synthesis enable_flop_cells=4
INFO  timing         report.final.hold_viol_count=0
INFO  floorplanning  floorplan.initialDensity=0.3119
INFO  logic_synthesis ys_cells=419
INFO  timing         layout_setup_ws=0.2450ns
INFO  cells_and_area syn_to_final_growth=22.72%
INFO  critical_path  crit_type=reg2reg
INFO  critical_path  timing.reg2reg.setup_slack=0.25ns
INFO  drt            drt_pass1_iterations=46
INFO  grt            wire_length_of_the_first_global_routing_pass=15880µm
INFO  timing         setup_tns=0ns
INFO  place          dp_worst_setup_slack=0.09924ns
INFO  timing         period_used_share=0.9387
INFO  logic_synthesis area_leaders=sky130_fd_sc_hd__ha_1, sky130_fd_sc_hd__xnor2_1, sky130_fd_sc_hd__dfrtp_1
INFO  critical_path  maximum_fanout_encountered_on_the_critical_timing_path=8
INFO  timing         total_of_endpoints_with_negative_setup_slack_in_the_final_report=0
INFO  flow_run       drv_cap=0
INFO  hold_path      min_path_type=reg2reg
INFO  grt            pin_count_of_the_biggest_net_entering_global_routing=15
INFO  drt            dr.first_iter.drc_count=141
INFO  timing         setup_repair_after_global_routing_missed_its_margin=no
INFO  cells_and_area fin_util=0.3828
INFO  cells_and_area share_of_post_route_cells_with_drive_strength_above_1=0.1180
INFO  critical_path  worst_reg2reg_path_endpoint=Padcol
INFO  logic_synthesis synth_top_flop_cell=sky130_fd_sc_hd__dfrtp_1
INFO  place          gpl.final_weighted_congestion=0.9522
INFO  timing         unconstrained_endpoints=2
INFO  timing         slew_headroom=0.6035
INFO  floorplanning  core_area=0.01156mm²
INFO  logic_synthesis synthXorXnorAreaFrac=0.1117
INFO  clocking       post_cts_resize_count=0
INFO  drt            n_antenna_cell=0
INFO  critical_path  crit_required=3.95ns
INFO  floorplanning  std_cell_rows=39
INFO  logic_synthesis asyncSetResetFlopFracSynth=0.6667
INFO  clocking       cts_root_buffer=sky130_fd_sc_hd__clkbuf_16
INFO  clocking       cts_post_setup_buffers_inserted=0
INFO  critical_path  critical_path.max_stage_delay=0.61ns
INFO  critical_path  timing.critical_path.to_type=flop
INFO  hold_path      hold_start=padx[2]
INFO  logic_synthesis post_synth_main_logic_family=adder cells
INFO  power          ir_drop=0.0003741V
INFO  place          post-dp-hpwl=7898µm
INFO  critical_path  cpMaxStageDelayCell=sky130_fd_sc_hd__dfstp_2
INFO  critical_path  worstPathCellList=inv_1, nor4_1, buf_4, a31oi_1, xnor2_1, ha_1, or3_1, nor4_1, o21ai_0, a211oi_1, buf_4, a311oi_4, buf_4, a21oi_1
INFO  critical_path  timing.rr.start=padx[2]
[state kept, by name, indices dropped and copies added, names as in the netlist]
register	flops
PadAng	3
NS	2
Padcol	1
padx	10
S	2
[cell families (layout without fill, tap and decap cells)]
kind of cell / count (synthesis) / after routing
other: 2 / 12
adders and majority gates: 86 / 86
and+or+nand+nor: 111 / 111
xor gates and xnor gates: 46 / 46
AOI/OAI and AO/OA: 100 / 100
muxes: 9 / 9
buffers and inverters: 47 / 101
latches: 2 / 2
DFF: 16 / 16
[cell type report]
class / count / area, µm²
clock buffers: 4 / 88.84
fillers: 1125 / 7138
inverters: 28 / 105.1
multi-input cells: 364 / 2949
flip-flops and latches: 18 / 454.2
well taps: 143 / 178.9
repair buffers: 69 / 650.6
[critical path, delay by kind of cell (launching register included)]
family | cells | cell delay, ns
AND-OR/OR-AND | 5 | 0.89
buffers and inverters | 4 | 0.71
adder cells (fa/ha/maj) | 1 | 0.19
XOR/XNOR | 1 | 0.16
AND/OR/NAND/NOR | 3 | 0.88
flip-flops | 1 | 0.61
[routing by layer]
| metal | GRT usage | vias to the layer above | routed length (µm) |
|---|---|---|---|
| met1 | 0.2377 | 1482 | 4662 |
| met3 | 0.01108 | 12 | 374 |
| met5 | 0 | - | 0 |
| met2 | 0.2555 | 71 | 4222 |
| met4 | 0.04054 | 0 | 219 |
| li1 | - | 1638 | - |
[placed cells by master, fill, tap and decap left out, drive strengths merged, types with 4 or more instances in the layout]
master / instances
nand2: 25
o21ai: 16
nand2b: 6
conb: 12
nor2: 20
nand3: 16
edfxtp: 4
nor3: 9
a211oi: 5
and3: 5
inv: 28
mux2i: 6
xnor2: 41
nor4: 6
buf: 31
a31oi: 6
a21o: 10
ha: 85
clkdlybuf4s50: 38
xor2: 5
a21oi: 37
clkbuf: 4
dfrtp: 9
[how the worst min path moves through the flow]
| stage | endpoint | slack, ns | cells after the start |
|---|---|---|---|
| after CTS | padx[2] | 0.62 | 2 |
| after global routing | padx[2] | 0.64 | 2 |
| final | padx[2] | 0.63 | 2 |
[through the flow]
stage	cells	total power, mW	cell area (µm²)	hold slack [ns]
2_1_floorplan	429	2.445	3645	0.5044
3_3_place_gp	622	3.259	4338	0.6007
3_5_place_dp	622	3.305	4338	0.6148
4_1_cts	626	3.548	4427	0.6235
5_1_grt	626	3.952	4427	0.6447
6_report	626	3.538	4427	0.6292
[cells in the mapped netlist, drive strengths merged (3+ instances only)]
library cell,count
ha,85
xnor2,41
a21oi,37
inv,28
nand2,25
nor2,20
nand3,16
o21ai,16
buf,15
a21o,10
dfrtp,9
nor3,9
a31oi,6
mux2i,6
nand2b,6
nor4,6
a211oi,5
and3,5
xor2,5
clkbuf,4
edfxtp,4
a2111oi,3
and4,3
dfstp,3
mux2,3
nor2b,3
o211ai,3
o21a,3
or4,3
[report_power, final]
part	leakage (nW)	internal (mW)	switching, mW
sequential	0.188	0.238	0.0890
clock	0.0442	0.152	0.0630
combinational	1.79	1.40	1.60
No activity file was given, so power comes from the tool's default toggle rates.
