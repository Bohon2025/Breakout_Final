### run.sh
#!/bin/bash
# OpenROAD 26Q1-2900-gdf79404cd8, Yosys 0.63+post, stock flow scripts
make -C /OpenROAD-flow-scripts/flow DESIGN_CONFIG=/design/flow/config.mk WORK_HOME=/design/flow/orfs finish
### config.mk
export PLATFORM = sky130hd
export DESIGN_NAME = Ballmove
export DESIGN_NICKNAME = Ballmove
export VERILOG_FILES = /design/flow/design.v
export SDC_FILE = /design/flow/constraint.sdc
export NUM_CORES = 4
export LEC_CHECK = 1
export CORE_UTILIZATION = 50
### constraint.sdc
current_design Ballmove

set clk_period 5.6
set clk_io_pct 0.2

create_clock -name clk0 -period $clk_period [get_ports {clk60}]

set non_clock_inputs [all_inputs -no_clocks]
set_input_delay [expr $clk_period * $clk_io_pct] -clock clk0 $non_clock_inputs
set_output_delay [expr $clk_period * $clk_io_pct] -clock clk0 [all_outputs]
### design.v
module Ballmove(rst, clk, clk60, start, topbotcol, LRcol, topbotcol2, LRcol2, topbotcol3, LRcol3, topbotcol4, LRcol4, topbotcol5, LRcol5, topbotcol6, LRcol6, topbotcol7, LRcol7, topbotcol8, LRcol8, topbotcol9, LRcol9, topbotcol10, LRcol10, topbotcol11, LRcol11, topbotcol12, LRcol12, topbotcol13, LRcol13, topbotcol14, LRcol14, topbotcol15, LRcol15, topbotcol16, LRcol16, ceilingcol, walcol, padcol, padAng, ballx, bally, L);
input rst, clk, clk60, start,topbotcol, LRcol, topbotcol2, LRcol2, topbotcol3, LRcol3, topbotcol4, LRcol4, topbotcol5, LRcol5, topbotcol6, LRcol6, topbotcol7, LRcol7, topbotcol8, LRcol8, topbotcol9, LRcol9, topbotcol10, LRcol10, topbotcol11, LRcol11, topbotcol12, LRcol12, topbotcol13, LRcol13, topbotcol14, LRcol14, topbotcol15, LRcol15, topbotcol16, LRcol16, padcol, ceilingcol, walcol;
input [2:0] padAng;
output reg [9:0] ballx, bally;
output reg L;
reg [3:0] S, NS;
reg [2:0] movex, movey;
reg UD;
reg [2:0] LR;
parameter
Start = 4'd0,
Startpos = 4'd1,
Startmove = 4'd2,
Move = 4'd3,
SwitchL = 4'd4,
SwitchR = 4'd8,
Switchy = 4'd5,
Padcol = 4'd6,
Done = 4'd7,
Startx = 10'd160,
Starty = 10'd100;
always@(posedge clk60 or negedge rst)
begin
    if(rst == 1'b0)
        S <= Start;
    else
        S <= NS;
end
always@(*)
begin
    case(S)
        Start:
            NS = Startpos;
        Startpos:
         if(start == 1'b0)
				NS = Startmove;
			else
				NS = Startpos;
		Startmove:
			NS = Move;
		Move:
			if(topbotcol == 1'b1 || topbotcol2 == 1'b1 || topbotcol3 == 1'b1 || topbotcol4 == 1'b1 || topbotcol5 == 1'b1 || topbotcol6 == 1'b1 || topbotcol7 == 1'b1 || topbotcol8 == 1'b1 || topbotcol9 == 1'b1 || topbotcol10 == 1'b1 || topbotcol11 == 1'b1 || topbotcol12 == 1'b1 || topbotcol13 == 1'b1 || topbotcol14 == 1'b1 || topbotcol15 == 1'b1 || topbotcol16 == 1'b1)
				NS = Switchy;
			else
			if(bally == 10'd1)
				NS = Switchy;
			else
			if(ballx == 10'd2)
				NS = SwitchL;
			else
			if(ballx == 10'd1)
				NS = SwitchL;
			else
			if(ballx == 10'd318)
				NS = SwitchR;
			else
			if(ballx == 10'd319)
				NS = SwitchR;
			else
			if(LRcol == 1'b1 || LRcol2 == 1'b1 || LRcol3 == 1'b1 || LRcol4 == 1'b1 || LRcol5 == 1'b1 || LRcol6 == 1'b1 || LRcol7 == 1'b1 || LRcol8 == 1'b1 || LRcol9 == 1'b1 || LRcol10 == 1'b1 || LRcol11 == 1'b1 || LRcol12 == 1'b1 || LRcol13 == 1'b1 || LRcol14 == 1'b1 || LRcol15 == 1'b1 || LRcol16 == 1'b1)
				NS = SwitchL;
			else
			if(padcol == 1'b1)
				NS = Padcol;
			else
			if(bally == 240)
				NS = Done;
			else
				NS = Move;
		Switchy:
			NS = Move;
		SwitchL:
			NS = Move;
		SwitchR:
			NS = Move;
		Padcol:
			NS = Move;
		Done:
			NS = Done;
	endcase
end
always@(posedge clk60 or negedge rst)
begin
	if(rst == 1'b0)
	begin
		ballx <= 10'd160;
		bally <= 10'd100;
		UD <= 1'b0;
		LR <= 3'd0;
		L <= 1'b0;
	end
	else
	begin
		case(S)
			Start: 
			begin
				ballx <= 10'd160;
				bally <= 10'd100;
			end
			Startmove:
			begin
				movex <= 3'd0;
				movey <= 3'd1;
			end
			Move:
			begin
			if(UD == 1'b0 && LR == 3'd0)
			begin
				ballx <= ballx;
				bally <= bally + 1;
			end
			else if(UD == 1'b0 && LR == 3'd1)
			begin
				ballx <= ballx - 1;
				bally <= bally + 1;
			end
			else if(UD == 1'b0 && LR == 3'd2)
			begin
				ballx <= ballx - 2;
				bally <= bally + 1;
			end
			else if(UD == 1'b0 && LR == 3'd3)
			begin
				ballx <= ballx + 1;
				bally <= bally + 1;
			end
			else if(UD == 1'b0 && LR == 3'd4)
			begin
				ballx <= ballx + 2;
				bally <= bally + 1;
			end
			else if(UD == 1'b1 && LR == 3'd0)
			begin
				ballx <= ballx;
				bally <= bally - 1;
			end
			else if(UD == 1'b1 && LR == 3'd1)
			begin
				ballx <= ballx - 1;
				bally <= bally - 1;
			end
			else if(UD == 1'b1 && LR == 3'd2)
			begin
				ballx <= ballx - 2;
				bally <= bally - 1;
			end
			else if(UD == 1'b1 && LR == 3'd3)
			begin
				ballx <= ballx + 1;
				bally <= bally - 1;
			end
			else if(UD == 1'b1 && LR == 3'd4)
			begin
				ballx <= ballx + 2;
				bally <= bally - 1;
			end
			else
			begin
				bally <= ballx;
				bally <= bally;
			end
			end
			Switchy:
			begin
				if(UD == 1'b1)
				begin
					bally <= bally + 2;
					UD <= 1'b0;
				end
				else
				begin
					bally <= bally - 2;
					UD <= 1'b1;
				end
			end
			SwitchL:
			begin
				if(LR == 3'd1)
				begin
					ballx <= ballx + 2;
					LR <= 3'd3;
				end
				else if(LR == 3'd2)
				begin
					ballx <= ballx + 3;
					LR <= 3'd4;
				end
				else
				begin
					LR <= LR;
				end
			end
			SwitchR:
			begin
				if(LR == 3'd3)
				begin
					ballx <= ballx - 2;
					LR <= 3'd1;
				end
				else if(LR == 3'd4)
				begin
					ballx <= ballx - 3;
					LR <= 3'd2;
				end
				else
				begin
					LR <= LR;
				end
			end
			Padcol:
			begin
				bally <= bally - 1;
				UD <= 1'b1;
				case(padAng)
					3'd0:
					begin
						LR <= 3'd2;
					end
					3'd1:
					begin
						LR <= 3'd1;
					end
					3'd2:
					begin
						LR <= 3'd0;
					end
					3'd3:
					begin
						LR <= 3'd3;
					end
					3'd4:
					begin
						LR <= 3'd4;
					end
				endcase
			end
			Done:
			begin
				L <= 1'b1;
			end
		endcase
	end
end
endmodule
==> out/summary.txt <==
# port buffers - 59
Register pins left without a clock - 4
Synth Instances - 604
Io pins - 63
Synth Warn # - 1
Clock tree from TritonCTS - yes
Clock skew - 8.08 ps
Fillers - 808
Crit path launch type - flop
# Cells Yosys - 604
Cell Type Count - 92
CP Data Required Time - 5770 ps
Period utilisation layout - 57.3%
CTS clk-pin slew, worst paths - 70 ps
Grt ovf - 0
Postcts setup bufs - 0
Adder share - 5.91%
GPL Wtd Cong - 0.978
Yosys chip area - 4580 um^2
Antenna violation net count after detailed routing - 0
Register area - 843 um^2
Mux share - 0.438%
Count of pins over their slew limit - 0
Number of global-route vias before repair - 4600
Minimum clock period after layout - 3210 ps
Number of max-cap violations - 0
Total GRT Usage - 32.0%
Leakage - 1.87 nW
Final HPWL DP - 10500 um
Logic family by area - AND-OR/OR-AND gates
Chip area - 9540 um^2
Status - completed
Worst-Margin Slew - 852 ps
Area fraction in xor and xnor cells - 7.47%
Root buf cell - clkbuf_8
Final setup fails - 0
Number of enable flip-flop cells - 0
Worst min path class - reg -> reg
Max VDD drop - 0.0718 mV
Layout cells sized above 1 - 7.31%
Core ar. - 8810 um^2
Ys flop type - dfrtp_1
Clk ins delay skew pair - 280 ps
Final wirelength - 14700 um
Post-Syn Area - 4580 um^2
OpenROAD warning count - 39
H-tree levels - 2
Largest net degree at the start of global routing - 35
Clk buf depth - 2
Wirelength per Cell - 19.9 um
Worst path arrival time - 3380 ps
Pre-antenna DRT Iters - 21
Comb area - 3420 um^2
CP Class - reg -> reg
TNS Setup - 0 ps
Max Fanout on Critical Path - 15
Number of CTS-inserted buffers - 5
# diodes - 0
And+or+nand+nor area frac - 25.7%
Max Clock Freq - 0.311 GHz
Synth async-reset ratio - 88.6%
Die Ht - 97.7 um
RSZ-0062 raised after global routing - false
Yosys aoi share - 35.2%
CTS resizes - 0
Initial antenna violation count - 0
Hold WS - 478 ps
Row count - 34
Synth Register Bits - 35
Slew margin rel. - 43.2%
Die W - 97.7 um
Post-layout util - 58.9%
Power Density - 99.9 nW/um^2
Via density - 6.82
First-pass GRT wire length - 24100 um
Residual DRC count - 0
CTS Hold Bufs - 0
Crit path capture type - flop
Hold Vio Cnt, Final - 0
Mapped Avg Cell Area - 7.58 um^2
FP Util - 52.0%
Endpoints left unconstrained - 8
DR vias - 5030
Area Growth Syn to Fin - 13.4%
Starting DRT DRC Count - 438
-- layout make-up --
cell class	instances	share of cell area [%]
Inverter	19	1.37
Multi-Input combinational cell	503	65.9
Timing Repair Buffer	64	12.1
Sequential cell	35	16.3
Tap cell	108	2.60
Clock inverter	1	0.0965
Clock buffer	7	1.66
-- final timing paths --
path	to	depth (start not counted)	slack (ps)	startpoint
min in group asynchronous	S[3]	2	1240	rst
max in group asynchronous	ballx[7]	2	4020	rst
setup / recovery	ballx[4]	8	2390	ballx[1]
setup reg to reg	ballx[4]	8	2390	ballx[1]
hold / removal	L	1	480	L
hold reg to reg	L	1	480	L
-- per-stage QoR --
step                instances  total power, W  instance area [um^2]  worst slack (ps)
CTS                       737        0.000526                  5190              2500
global placement          729        0.000335                  5100              2520
global route              737        0.000547                  5190              2250
floorplan                 604        0.000288                  4580              3030
finish                    737        0.000518                  5190              2390
detailed placement        729        0.000336                  5100              2490
-- sequential cells by signal, indices dropped and copies added, names as in the netlist --
name / count
ballx: 10
bally: 10
LR: 5
NS: 4
S: 4
L: 1
UD: 1
-- report_power, final --
group          total (W)  internal (W)  switching (W)
logic          0.0000899     0.0000504      0.0000396
clock network   0.000185     0.0000991      0.0000858
registers       0.000244      0.000228      0.0000159
total           0.000518      0.000377       0.000141
-- worst max-delay path, stage by stage (launching register included) --
cell	delay, ps
dfrtp_1	630
inv_1	440
ha_1	380
nor3b_1	600
xor2_1	170
a22o_1	270
a22oi_1	170
o32ai_1	100
a221o_1	330
-- layout by cell type, fill, tap and decap left out, types with 5 or more instances in the layout --
master	count
dfrtp_1	25
o21ai_0	37
a211oi_1	8
clkbuf_8	6
nand4_1	9
dfstp_2	6
nand2_1	50
o22ai_1	11
clkdlybuf4s50_1	59
inv_1	18
nor4_1	19
nand3_1	12
xnor2_1	24
nor2_1	56
a311oi_1	6
a31oi_1	7
a22oi_1	6
a21oi_1	44
ha_1	20
o31ai_1	5
nor3b_1	6
a221o_1	10
and2_1	9
xor2_1	15
nor3_1	13
o211ai_1	10
buf_4	5
o221ai_1	6
nor2b_1	6
and3_1	5
-- cell usage after synthesis (all sizes together) (7+ instances only) --
| master | instances | area, um^2 |
|---|---|---|
| a221o | 10 | 100 |
| buf | 22 | 128 |
| inv | 18 | 67.6 |
| a211oi | 8 | 60.1 |
| xor2 | 15 | 131 |
| o211ai | 12 | 100 |
| nand3 | 12 | 60.1 |
| nor4 | 20 | 131 |
| o21ai | 40 | 211 |
| a31oi | 7 | 43.8 |
| ha | 20 | 250 |
| nor3 | 14 | 75.1 |
| clkbuf | 25 | 114 |
| a21oi | 45 | 229 |
| xnor2 | 24 | 210 |
| and2 | 9 | 56.3 |
| dfrtp | 25 | 626 |
| o22ai | 11 | 68.8 |
| nand4 | 10 | 68.8 |
| nor2 | 58 | 223 |
| nand2 | 50 | 188 |
-- cells by family after synthesis --
kind of cell             after synthesis
XOR/XNOR                              39
AND-OR/OR-AND                        223
multiplexers                           2
flip-flops                            31
adder cells (fa/ha/maj)               21
buffers and inverters                 66
latches                                4
AND/OR/NAND/NOR                      218
-- metal layers --
layer | part of all wire, % | vias to the layer above | track usage, %
li1 | - | 2377 | -
met1 | 45 | 2353 | 50.3
met2 | 42 | 281 | 44.8
met3 | 12 | 19 | 8.71
met4 | 1.4 | 0 | 4.78
met5 | 0 | - | 0
Power figures rest on the tool's default switching activity, not on a simulated workload.
