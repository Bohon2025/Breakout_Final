File: flow/config.mk
export PLATFORM = sky130hd
export DESIGN_NAME = Display
export DESIGN_NICKNAME = Display
export VERILOG_FILES = /design/flow/design.v
export SDC_FILE = /design/flow/constraint.sdc
export NUM_CORES = 4
export LEC_CHECK = 1
export CORE_UTILIZATION = 30
File: flow/constraint.sdc
current_design Display

set clk_period 1.7
set clk_io_pct 0.2

create_clock -name clk0 -period $clk_period [get_ports {clk}]

set non_clock_inputs [all_inputs -no_clocks]
set_input_delay [expr $clk_period * $clk_io_pct] -clock clk0 $non_clock_inputs
set_output_delay [expr $clk_period * $clk_io_pct] -clock clk0 [all_outputs]
File: flow/design.v
module Display(clk, rst, x, y, ballx, bally, paddlex, paddley, block1x, block1y, block2x, block2y, block3x, block3y, block4x, block4y, block5x, block5y, block6x, block6y, block7x, block7y, block8x, block8y, block9x, block9y, block10x, block10y, block11x, block11y, block12x, block12y, block13x, block13y, block14x, block14y, block15x, block15y, block16x, block16y, hit1, hit2, hit3, hit4, hit5, hit6, hit7, hit8, hit9, hit10, hit11, hit12, hit13, hit14, hit15, hit16, start, done, L, W, color);
input clk, rst, start, hit1, hit2, hit3, hit4, hit5, hit6, hit7, hit8, hit9, hit10, hit11, hit12, hit13, hit14, hit15, hit16, done, W, L;
input [9:0] x, y, ballx, bally, paddlex, paddley, block1x, block1y, block2x, block2y, block3x, block3y, block4x, block4y, block5x, block5y, block6x, block6y, block7x, block7y, block8x, block8y, block9x, block9y, block10x, block10y, block11x, block11y, block12x, block12y, block13x, block13y, block14x, block14y, block15x, block15y, block16x, block16y;
output reg [2:0] color;
reg [8:0] shift;
reg [7:0] S, NS;
parameter
Start = 8'd0,
xypos = 8'd1,
black = 8'd2,
colour = 8'd3,
white = 8'd4,
Begin = 8'd5,
Win = 8'd6,
Loss = 8'd7;
always@(posedge clk or negedge rst)
begin
	if(rst == 1'b0)
		S<= Start;
	else 
		S<= NS;
end
always@(*)
begin
case(S)
	Start:
		if(start == 1'b0)
			NS = xypos;
		else
			NS = Start;
	xypos:
		if((x > paddlex && x < paddlex + 80 && y < paddley + 10 && y > paddley) || (x > ballx - 2 && x < ballx + 2 && y > bally - 2 && y < bally + 2) && L == 1'b0 && W == 1'b0)
			NS = black;
		else if(x > block1x && x < block1x + 40 && y > block1y && y < block1y + 20 && hit1 == 1'b0 && L == 1'b0 && W == 1'b0)
			NS = colour;
		else if(x > block2x && x < block2x + 40 && y > block2y && y < block2y + 20 && hit2 == 1'b0 && L == 1'b0 && W == 1'b0)
			NS = colour;
		else if(x > block3x && x < block3x + 40 && y > block3y && y < block3y + 20 && hit3 == 1'b0 && L == 1'b0 && W == 1'b0)
			NS = colour;
		else if(x > block4x && x < block4x + 40 && y > block4y && y < block4y + 20 && hit4 == 1'b0 && L == 1'b0 && W == 1'b0)
			NS = colour;
		else if(x > block5x && x < block5x + 40 && y > block5y && y < block5y + 20 && hit5 == 1'b0 && L == 1'b0 && W == 1'b0)
			NS = colour;
		else if(x > block6x && x < block6x + 40 && y > block6y && y < block6y + 20 && hit6 == 1'b0 && L == 1'b0 && W == 1'b0)
			NS = colour;
		else if(x > block7x && x < block7x + 40 && y > block7y && y < block7y + 20 && hit7 == 1'b0 && L == 1'b0 && W == 1'b0)
			NS = colour;
		else if(x > block8x && x < block8x + 40 && y > block8y && y < block8y + 20 && hit8 == 1'b0 && L == 1'b0 && W == 1'b0)
			NS = colour;
		else if(x > block9x && x < block9x + 40 && y > block9y && y < block9y + 20 && hit9 == 1'b0 && L == 1'b0 && W == 1'b0)
			NS = colour;
		else if(x > block10x && x < block10x + 40 && y > block10y && y < block10y + 20 && hit10 == 1'b0 && L == 1'b0 && W == 1'b0)
			NS = colour;
		else if(x > block11x && x < block11x + 40 && y > block11y && y < block11y + 20 && hit11 == 1'b0 && L == 1'b0 && W == 1'b0)
			NS = colour;
		else if(x > block12x && x < block12x + 40 && y > block12y && y < block12y + 20 && hit12 == 1'b0 && L == 1'b0 && W == 1'b0)
			NS = colour;
		else if(x > block13x && x < block13x + 40 && y > block13y && y < block13y + 20 && hit13 == 1'b0 && L == 1'b0 && W == 1'b0)
			NS = colour;
		else if(x > block14x && x < block14x + 40 && y > block14y && y < block14y + 20 && hit14 == 1'b0 && L == 1'b0 && W == 1'b0)
			NS = colour;
		else if(x > block15x && x < block15x + 40 && y > block15y && y < block15y + 20 && hit15 == 1'b0 && L == 1'b0 && W == 1'b0)
			NS = colour;
		else if(x > block16x && x < block16x + 40 && y > block16y && y < block16y + 20 && hit16 == 1'b0 && L == 1'b0 && W == 1'b0)
			NS = colour;
		else if(L == 1'b1)
			NS = Loss;
		else if(W == 1'b1)
			NS = Win;
		else 
			NS = white;
	black:
		NS = xypos;
	colour:
		NS = xypos;
	white:
		NS = xypos;
	Win:
		NS = xypos;
	Loss:
		NS = xypos;
endcase
end
always@(posedge clk or negedge rst)
begin
	if(rst == 1'b0)
	begin
		color <= 3'b111;
	end
	else
	begin
		case (S)
			Start:
			begin
			color <= 3'b000;
			end
			black:
			begin
			color <= 3'b001;
			end
			colour:
			begin
			color <= 3'b010;
			end
			white:
			begin
			color <= 3'b011;
			end
			Win:
			begin
			color <= 3'b100;
			end
			Loss:
			begin
			color <= 3'b101;
			end
			default:
			begin
			color <= 3'b111;
			end
		endcase
	end
end
endmodule
File: flow/run.sh
#!/bin/bash
# OpenROAD 26Q1-2900-gdf79404cd8, Yosys 0.63+post, stock flow scripts
make -C /OpenROAD-flow-scripts/flow DESIGN_CONFIG=/design/flow/config.mk WORK_HOME=/design/flow/orfs finish
==> impl_metrics.csv <==
group,metric,value,unit
yosys,synth.cellmix.simpleShare,0.153,
pwr,power-per-cell-area,277,mW/mm^2
critical_path,critical-path-top-delay-family,"flip-flops",
pwr,cellLeakagePower,11.8,nW
timing,rsz0062_at_grt,"no",
place,gpl.final_weighted_congestion,0.918,
global_route,grt_start_max_net_pins,37,
die,core_util_floorplan,0.305,
yosys,post_synth_instance_area,0.0193,sq mm
critical_path,path_buffers,1,
yosys,ys_sh_aoi,0.227,
timing,worst_case_headroom_to_the_max_slew_limit,0.373,
yosys,netlist_top_cells_area,"ha_1, inv_1, xnor2_1",
timing,min_period,1.52,ns
timing,fin_worst_skew,0.000455,ns
critical_path,worstSetupStartpointType,"flip-flop",
job,warning_count,62,
die,floorplan.rows,92,
clock_network,tritoncts.num_buffers,3,
critical_path,r2r_startpoint,"S[1]",
pwr,ir_worst_vdd,0.000271,V
timing,worst_pin_slew,0.927,ns
routing,wl,67700,microns
die,fp.dieArea,0.0654,sq mm
timing,fin_tns_setup,0,ns
global_route,grt_first_pass_wirelength,104000,microns
clock_network,ctsLongestPathBuffers,2,
clock_network,cts-htree-levels,1,
critical_path,critical_path.slowest_cell,"dfstp_2",
timing,period_used_share,0.895,
timing,slew_viol_final,0,
critical_path,crit_path_max_fanout,1,
finish,stdcell_count,3788,
die,fp.coreArea,0.0633,sq mm
routing,vias,19485,
yosys,yosys.stat.chipArea,0.0193,sq mm
timing,number_of_unconstrained_endpoints,6,
die,vertical_die_size,256,microns
clock_network,post_cts_setup_buffers,0,
finish,post_route_cells_drive_above_1_share,0.0208,
critical_path,r2r_setup_slack,0.81,ns
yosys,post-synth-top-area-fraction,0.433,
routing,drt-wirelength-per-cell,17.9,microns
finish,syn2layout_area_growth,27.0,%
yosys,topCombFamilyByArea,"adder cells",
routing,drtPass1Iterations,5,
global_route,first_global_vias,18725,
clock_network,cts-root-buf,"clkbuf_16",
global_route,antenna_violations_before_repair,8,
yosys,yosysWarningCount,1,
yosys,ff_type,"dlxtn_1",
finish,layout.filler_cells,6605,
critical_path,crit_path_max_incr_delay,0.50,ns
yosys,postSynth.asyncResetShare,0.667,
yosys,number_of_instances_in_the_synthesized_netlist,2519,
critical_path,cp-end-kind,"output pin",
yosys,synth_xor_xnor_area_share,0.0980,
die,dieWidth,256,microns
yosys,count_of_flip_flops_with_a_built_in_enable_after_synthesis,0,
timing,fmax,657,MHz
routing,drc,0,
timing,unclocked_regs,3,
place,hpwlAfterDp,54700,microns
place,inst_count_dp,3781,
yosys,yosys.cell_types.count,78,
clock_network,tritoncts,"yes",
routing,antenna_left,0,
clock_network,hold_buffers,0,
clock_network,post_cts.resized_instances,0,
die,io_pins,405,
job,timing.max_cap.violations,0,
critical_path,worst-endpoint-required,1.36,ns
worst_hold_path,hold_path_class,"input port to asynchronous set/reset pin",
yosys,synthesis.area_per_instance,7.67,sq um
place,io_buffers,403,
critical_path,crit_path_cell_trace,"clkdlybuf4s50_1",
yosys,ys_cells,2519,
clock_network,clock.latency.late_pin,0.23,ns
clock_network,cts.clk_slew.worst_paths,0.03,ns
critical_path,timing.critical_path.arrival,1.18,ns
timing,finalHoldViolCount,0,
status,outcome,"finished clean",
yosys,post_synth_fa_ha_maj_area_fraction,0.433,
routing,drt_iter0_drc,1102,
global_route,globalRouteOverflowTotal,0,
yosys,netlist.top_cell.by_area,"ha_1",
critical_path,reg2reg_to,"color[2]",
timing,setup-violations-final,0,
yosys,synthMuxAreaShare,0.000583,
yosys,number_of_storage_elements_in_the_synthesis_netlist,9,
critical_path,criticalPathCategory,"flip-flop to output pin",
critical_path,timing.reg2reg.worst_path_depth,1,
global_route,globalRouteTotalUtil,0.206,
routing,viasPerCell,5.14,
==> state kept, by name, summed over array words and instances (netlist names) <==
| name | count |
|---|---|
| NS | 3 |
| S | 3 |
| color | 3 |
==> layout by cell type, fill, tap and decap left out, types with 17 or more instances in the layout <==
| cell | count |
|---|---|
| ha_1 | 669 |
| inv_1 | 389 |
| clkdlybuf4s50_1 | 385 |
| a21oi_1 | 180 |
| xnor2_1 | 164 |
| o21ai_0 | 155 |
| nand2_1 | 89 |
| nor2_1 | 82 |
| nand4_1 | 76 |
| nor3_1 | 72 |
| nand3_1 | 71 |
| a21o_1 | 55 |
| xor2_1 | 52 |
| a211oi_1 | 42 |
| o2111ai_1 | 38 |
| nor2b_1 | 33 |
| o21a_1 | 28 |
| nand2b_1 | 26 |
| buf_4 | 22 |
| o211ai_1 | 20 |
| a2111oi_0 | 20 |
| nor4_1 | 19 |
| and3_1 | 18 |
| buf_2 | 18 |
| and4_1 | 17 |
==> final cells by class <==
class	instances	area [sq um]	area share
diodes	3	7.51	0.000306
clock buffers	4	78.8	0.00321
inverters	391	1470	0.0598
multi-input cells	2110	17600	0.718
flip-flops and latches	9	199	0.00811
well taps	846	1060	0.0432
repair buffers	425	4110	0.167
==> worst max path at each step <==
stage                 endpoint  startpoint  depth (start not counted)  slack [ns]
after CTS             color[1]    color[1]                          1        0.17
after global routing  color[1]    color[1]                          1        0.14
final                 color[0]    color[0]                          1        0.18
==> cells in the mapped netlist (6+ instances only) <==
master	instances
a2111o_1	6
a2111oi_0	20
a211o_1	11
a211oi_1	42
a21boi_0	7
a21o_1	55
a21oi_1	180
a311oi_1	6
a31oi_1	14
and3_1	18
and4_1	17
clkbuf_1	9
ha_1	669
inv_1	391
nand2_1	89
nand2b_1	26
nand3_1	71
nand3b_1	7
nand4_1	76
nor2_1	82
nor2b_1	33
nor3_1	72
nor3b_1	6
nor4_1	19
o2111ai_1	38
o211ai_1	20
o21a_1	28
o21ai_0	155
o21ai_1	7
o21bai_1	13
o22ai_1	8
o31ai_1	8
or3_1	9
or4_1	6
xnor2_1	164
xor2_1	52
==> per-layer routing <==
| layer | vias to the layer above | share of wire | global-route usage |
|---|---|---|---|
| li1 | 10183 | - | - |
| met5 | - | 0.00046 | 0 |
| met3 | 52 | 0.041 | 0.0164 |
| met2 | 427 | 0.46 | 0.351 |
| met1 | 8817 | 0.48 | 0.291 |
| met4 | 6 | 0.012 | 0.0210 |
==> through the flow <==
stage               power, mW  setup WS (ns)  cell area, sq um   util  hold slack [ns]
floorplan                3.84          0.762             19300      -           0.0444
global placement         6.35          0.410             24400  0.386            0.502
detailed placement       6.38          0.410             24400  0.386            0.497
CTS                      6.81          0.168             24500  0.387            0.355
global route             7.69          0.145             24500  0.387            0.382
finish                   6.79          0.178             24500  0.387            0.359
==> cells by family after synthesis <==
logic type,count (synthesis)
compound gates,674
latches,3
fa+ha+maj,669
buf+inv,400
simple gates,550
mux,1
xor+xnor,216
flops,6
==> where the power goes <==
| group | switching (mW) | internal (mW) |
|---|---|---|
| combinational | 3.28 | 2.97 |
| clock | 0.0785 | 0.311 |
| sequential | 0.000824 | 0.147 |
| total | 3.36 | 3.43 |
No activity file was given, so power comes from the tool's default toggle rates.
